## flow/config.mk

```make
export PLATFORM = sky130hd
export DESIGN_NAME = GC_PollGen
export DESIGN_NICKNAME = GC_PollGen
export VERILOG_FILES = /design/flow/design.v
export SDC_FILE = /design/flow/constraint.sdc
export NUM_CORES = 4
export LEC_CHECK = 1
export CORE_AREA = 10 10 95 95
export DIE_AREA = 0 0 105 105
export SYNTH_HDL_FRONTEND = slang
```

## flow/constraint.sdc

```tcl
current_design GC_PollGen

set clk_period 2.1
set clk_io_pct 0.2

create_clock -name clk0 -period $clk_period [get_ports {clk}]

set non_clock_inputs [all_inputs -no_clocks]
set_input_delay [expr $clk_period * $clk_io_pct] -clock clk0 $non_clock_inputs
set_output_delay [expr $clk_period * $clk_io_pct] -clock clk0 [all_outputs]
```

## flow/design.v

```verilog
module GC_PollGen ( input clk , input ready , 
    output reg GC_poll , output reg GC_enable  
);
	reg [99:0] Controller;  
	initial begin
	Controller = 100'b0001_0111_0001_0001_0001_0001_0001_0001_0001_0001_0001_0001_0001_0001_0111_0111_0001_0001_0001_0001_0001_0001_0001_0001_0111;
    end
	parameter bits = 7;  
	reg [bits:0] bit_counter = 99; 
	reg [5:0] clk_counter = 0; reg [6:0] readycnt;
always @ ( posedge clk ) begin  
    if ( ready ) begin       
        readycnt <= 0;
        clk_counter <= 0;
        bit_counter <= 110;
    end
    else begin
        readycnt <= readycnt + 1;
        if ( readycnt > 50 ) begin 
            readycnt <= 121;
            clk_counter <= clk_counter + 1;
            if ( clk_counter == 57 ) begin 
                clk_counter <= 0;
                if ( bit_counter == 0 ) begin
                    GC_enable <= 1;
                    bit_counter <= 0;
                end
                else if ( bit_counter < 101 && bit_counter > 0 ) begin
                    GC_enable <= 0;
                    GC_poll <= Controller[bit_counter];
                    bit_counter <= bit_counter - 1;
                end
                else begin
                    GC_enable <= 1;
                    bit_counter <= bit_counter - 1;
                end
            end
        end
    end
end
endmodule
```

## flow/run.sh

```bash
#!/bin/bash
# OpenROAD 26Q1-2900-gdf79404cd8, Yosys 0.63+post, stock flow scripts
make -C /OpenROAD-flow-scripts/flow DESIGN_CONFIG=/design/flow/config.mk WORK_HOME=/design/flow/orfs finish
```

==> notes.md <==
Synthesis and place-and-route results.

- The buffers plus inverters on the worst setup path is 1.
- During I/O placement, the number of pins put on the boundary was 4.
- The maximum vdd drop is 0.000226 V.
- The synthesis-to-layout area growth is 15.4%.
- The total via count after detailed routing is 982.
- The top flip-flop cell by instance count after synthesis is sky130_fd_sc_hd__dfxtp_1.
- The worst setup skew after layout is 0.00520 ns.
- The run finished with clean final reports.
- The most critical min-delay path falls under flip-flop to flip-flop.
- The number of antenna violations at the first check in global routing is 0.
- The post-synthesis cell type count is 41.
- The dominant cell type by area after synthesis is sky130_fd_sc_hd__dfxtp_1.
- The x dimension of the die is 105 um.
- The row count is 30.
- The standard cell with the maximum stage delay on the critical path is sky130_fd_sc_hd__or4b_4.
- The number of global-route vias before repair is 905.
- In this run the worst path has a maximum fanout of 6.
- The tightest hold path in the finished design has a slack of 0.491 ns.
- In the final layout, the share of cells above drive strength 1 is 9.35%.
- The global-route wire length before repair is 4060 um.
- Antenna repair during routing inserted a diode count of 0.
- The relative max-transition margin is between 50% and 60%.
- In the synthesized netlist, the number of instances is 136.
- The first-pass iteration count of the detailed router is 4.
- The power density relative to cell area is 538 nW/um^2.
- The longest clock path from root to sink contains 2 buffers.
- Summed over all nets, the half-perimeter wirelength after detailed placement is about 1600 um.
- The library cell used most frequently in the layout, excluding fill and tap cells, is sky130_fd_sc_hd__dfxtp_1.
- The worst setup path is captured at a flip-flop.
- The total of warnings raised by yosys is 0.
- The kind of cell adding the most delay to the critical path is simple AND/OR/NAND/NOR gates.
- The total routed wirelength is about 2300 um.
- The sequential element share of the synthesized area is about 40%.
- In this run the number of H-tree levels came out at 1.
- The share of flip-flops with an asynchronous set or reset after synthesis is 0%.
- For this block, the initial DRC count from the detailed router was 26.
- After synthesis, the design contains ~140 cells according to Yosys.
- The count of instances resized after the clock tree is built is 0.
- The number of max-cap violations is 0.
- The library cells used most frequently in the layout, excluding fill and tap cells, are 21 x sky130_fd_sc_hd__dfxtp_1, 13 x sky130_fd_sc_hd__nor2_1, 11 x sky130_fd_sc_hd__nor3_1.
- The source-to-sink clock delay at the later pin of the worst-skew pair is ~0.27 ns.
- The floorplan-stage core utilization is 17.7%.
- The actual slew at the worst max-slew pin is between 0.6 and 0.7 ns.
- Once layout is done, the placed cells without fillers occupy 1410 um^2.
- For reference, the final report shows the hold violation count at 0.
- The worst setup path category is flip-flop to flip-flop.
- The die extent in y is 105 um.
- The placeable core region is 6910 um^2.
- Post-synthesis, Yosys gives the total cell area as 1220 um^2.
- CTS added clock buffers totalling 3.
- The highest clock frequency the design can meet is 505 MHz.
- The data required time at the worst endpoint is between 2 and 2.5 ns.
- After filler insertion, the fill cell instance count of the layout stands at roughly 780.
- Looking at the worst setup and hold paths, the clock pins of their registers show a slew of 0.09 ns.
- Setup repair after global routing left no endpoint under its margin.
- OpenROAD reports that the post-layout worst path occupies 94.4% of the period.
- Overall routing resource usage recorded by global route was 4.09%.
- In this run the critical path is formed by inv_1 > ha_1 > or4b_4 > nor4_4 > o21ai_1 > a221o_1.
- Counting flops with a built-in enable in the synthesized netlist gives 2.
- Per the post-route antenna check, the number of violating nets is 0.
- The number of remaining DRC errors is 0.
- The area occupied by multi-input gates is 672 um^2.
- The final core utilization is approximately a fifth.
- The share of Yosys cell area claimed by the top area cell type is 34.3%.
- The clock root buffer master is sky130_fd_sc_hd__clkbuf_8.
- The final-report max-slew violation count is 0.
- After detailed routing, the average wire length per cell comes to 9.94 um.
- Buffers added to address setup during post-CTS repair amount to 0.
- In this run the cell area of the synthesized design comes to 1220 um^2.
- The delay of the slowest critical-path stage is 0.52 ns.
- The flip-flop and latch count after synthesis is 23.
- The instance area after placement is roughly 1400 um^2.
- The total of endpoints with negative setup slack in the final report is 0.
- STA classifies the critical path startpoint as a flip-flop.
- On the critical path the data arrives at 2.14 ns.
- The average cell area after synthesis is between 9 and 10 um^2.
- The area taken by sequential standard cells is reported as 480 um^2.
- For the final routed database, the setup TNS stands at 0 ns.
- The OpenROAD warning count is 28.
- The via density per instance is 4.18.
- The post-CTS hold buffer count recorded in the log is 0.
- Yosys attributes the largest share of cell area to sky130_fd_sc_hd__dfxtp_1 34%, sky130_fd_sc_hd__ha_1 6.1%, sky130_fd_sc_hd__edfxtp_1 4.9%, sky130_fd_sc_hd__nor3_1 4.5%, sky130_fd_sc_hd__nor2_1 4.0%.
- The routability congestion estimate is 0.783.
- The clock net sink count is 23.
- Per the OpenROAD floorplan log, the area of the die is between 10,000 and 15,000 um^2.
- Per the OpenROAD power report, leakage power amounts to 0.475 nW.
- The clock tree from TritonCTS is yes.
- The maximum number of pins on one net before global-route repair is 15.
- Recorded from the global router log, the overflow total was 0.
- During placement, the flow inserted port buffers numbering 3.
- The final timing report derives a shortest allowable period of around 2.0 ns.
==> metal layers <==
metal,wire length (um),global-route usage [%],up-vias
met5,0,0,-
met2,1090,6.41,23
met1,1140,5.89,457
met4,10,0.588,0
met3,98,0.683,2
li1,-,-,500
==> path summary, 6_finish.rpt <==
path | startpoint | to | slack [ns] | cells past startpoint
hold / removal | clk_counter[5] | clk_counter[5] | 0.49 | 1
hold reg to reg | clk_counter[5] | clk_counter[5] | 0.49 | 1
setup reg to reg | bit_counter[0] | bit_counter[3] | 0.12 | 6
setup / recovery | bit_counter[0] | bit_counter[3] | 0.12 | 6
==> synth_stat cells, types with 2 or more instances <==
cell,count
sky130_fd_sc_hd__nand3_1,2
sky130_fd_sc_hd__xnor2_1,4
sky130_fd_sc_hd__nor3_1,11
sky130_fd_sc_hd__a21oi_1,9
sky130_fd_sc_hd__edfxtp_1,2
sky130_fd_sc_hd__ha_1,6
sky130_fd_sc_hd__a41oi_1,2
sky130_fd_sc_hd__nand3b_1,3
sky130_fd_sc_hd__nor2b_1,3
sky130_fd_sc_hd__dfxtp_1,21
sky130_fd_sc_hd__xor2_1,4
sky130_fd_sc_hd__a211o_1,2
sky130_fd_sc_hd__or3_1,2
sky130_fd_sc_hd__and3_1,2
sky130_fd_sc_hd__a211oi_1,3
sky130_fd_sc_hd__buf_6,2
sky130_fd_sc_hd__inv_1,5
sky130_fd_sc_hd__a221o_1,2
sky130_fd_sc_hd__clkbuf_1,7
sky130_fd_sc_hd__o2111ai_1,2
sky130_fd_sc_hd__nor2_1,13
sky130_fd_sc_hd__mux2i_1,2
sky130_fd_sc_hd__o21ai_0,4
sky130_fd_sc_hd__nand2_1,6
==> worst register-to-register path, cell delays in order (launching register included) <==
cell,delay (ns)
sky130_fd_sc_hd__dfxtp_1,0.36
sky130_fd_sc_hd__inv_1,0.07
sky130_fd_sc_hd__ha_1,0.16
sky130_fd_sc_hd__or4b_4,0.52
sky130_fd_sc_hd__nor4_4,0.30
sky130_fd_sc_hd__o21ai_1,0.12
sky130_fd_sc_hd__a221o_1,0.35
==> state kept, by name (all words and copies together) (netlist names) <==
name	count
bit_counter	8
readycnt	7
clk_counter	6
GC_enable	1
GC_poll	1
==> report_power, final <==
| part | leakage, nW | total (W) | switching [W] | internal [W] |
|---|---|---|---|---|
| registers | 0.188 | 0.000451 | 0.00000479 | 0.000446 |
| logic | 0.261 | 0.0000230 | 0.0000121 | 0.0000109 |
| clock network | 0.0260 | 0.000287 | 0.000151 | 0.000135 |
==> stage by stage <==
stage                     setup slack, ns  power, W  cells
after floorplan                     0.196  0.000475    136
after global placement              0.132  0.000485    231
after detailed placement            0.131  0.000484    231
after CTS                           0.120  0.000775    235
after global routing              0.00813  0.000795    235
final                               0.118  0.000760    235
==> cells by family after synthesis <==
kind of cell	synth area share [%]
AND/OR/NAND/NOR	23.0
AND-OR/OR-AND	18.4
flip-flops	39.2
buffers and inverters	5.92
XOR/XNOR	5.72
adder cells (fa/ha/maj)	6.13
multiplexers	1.63
==> area by class of cell <==
type                            instances  share of cell area [%]
Timing Repair Buffer                    9                    5.31
Clock inverter                          1                   0.442
Sequential cell                        23                    34.0
Multi-Input combinational cell         98                    47.5
Inverter                                5                    1.33
Tap cell                               96                    8.50
Clock buffer                            3                    2.92
No activity file was given, so power comes from the tool's default toggle rates.
