===== ./run.sh =====
#!/bin/bash
# OpenROAD 26Q1-2900-gdf79404cd8, Yosys 0.63+post, stock flow scripts
make -C /OpenROAD-flow-scripts/flow DESIGN_CONFIG=/design/flow/config.mk WORK_HOME=/design/flow/orfs finish

===== ./config.mk =====
export PLATFORM = sky130hd
export DESIGN_NAME = GC_Read
export DESIGN_NICKNAME = GC_Read
export VERILOG_FILES = /design/flow/design.v
export SDC_FILE = /design/flow/constraint.sdc
export NUM_CORES = 4
export LEC_CHECK = 1
export CORE_UTILIZATION = 40
export SYNTH_HDL_FRONTEND = slang

===== ./constraint.sdc =====
current_design GC_Read

set clk_period 7.6
set clk_io_pct 0.2

create_clock -name clk0 -period $clk_period [get_ports {clk}]

set non_clock_inputs [all_inputs -no_clocks]
set_input_delay [expr $clk_period * $clk_io_pct] -clock clk0 $non_clock_inputs
set_output_delay [expr $clk_period * $clk_io_pct] -clock clk0 [all_outputs]

===== ./design.v =====
module GC_Read ( input clk , input POLL , input GC_enable ,
    output reg [80:0] GCdata = 0  , output reg testtoggle = 0
);                                                                                      
reg prev_POLL = 1; reg [7:0] count = 0; reg [6:0] bit_count = 0;  
always @ ( posedge clk ) begin
    prev_POLL <= POLL;
    if ( GC_enable == 1 ) begin  
        if ( prev_POLL && ~POLL ) begin  
            count <= 0;
            bit_count <= bit_count - 1;
            testtoggle <= ~testtoggle; 
        end
        if ( ~prev_POLL && ~POLL ) begin  
            count <= count + 1;
        end
        if ( ~prev_POLL && POLL ) begin  
            testtoggle <= ~testtoggle; 
            if ( count > 50 ) begin     
                count <= 0;
                GCdata[bit_count] <= 0;  
            end
            else begin
                count <= 0;
                GCdata[bit_count] <= 1;  
            end
        end
        if ( prev_POLL && POLL ) begin 
            if ( count > 100 ) begin  
                count <= 250;
                bit_count <= 80;    
            end
            else begin
                count <= count + 1;
            end
        end
    end
    else begin
        bit_count <= 80;
        count <= 0;
        prev_POLL <= 0;
    end
end
endmodule

==> reports/summary.rpt <==
=======================================================================================
Run status ...............................................................    completed
CTS Root Cell ............................................................ sky130_fd_sc_hd__clkbuf_8
Starting density of the core .............................................        41.7%
Total gr overflow ........................................................            0
Vias in the first global route ...........................................        2,356
DP HPWL ..................................................................      5.21 mm
Worst Setup Slack post-DPL ...............................................      3.84 ns
Total negative setup slack ...............................................         0 ns
Number of iterations in the first detailed-routing pass ..................            4
Worst supply voltage drop on vdd .........................................       123 uV
Worst Slack Setup Final ..................................................      4.26 ns
Number of setup buffers added after CTS ..................................            0
Synthesized cell area .................................................... 0.00391 mm^2
Kind of launch point of the worst setup path ............................. primary input
Die boundary height ......................................................       101 um
Number of vias per cell after detailed routing ...........................         4.73
Final core utilization ...................................................        54.2%
Fraction of registers with async set/reset ...............................           0%
Post-route fraction of the period consumed by the critical path ..........        44.0%
Cell family with most CP delay ........................................... simple AND/OR/NAND/NOR gates
Instance tally after logic synthesis .....................................          311
Distinct cell type count of the synthesized netlist ......................           42
Worst-Skew Late Latency ..................................................      0.35 ns
Upper clock frequency limit ..............................................      299 MHz
Data required time of the critical path ..................................      7.66 ns
Cell type with the largest total area after synthesis .................... sky130_fd_sc_hd__edfxtp_1
Leading register cell type out of synthesis .............................. sky130_fd_sc_hd__edfxtp_1
Setup crit start .........................................................         POLL
Critical R2R Launch ...................................................... prev_POLL$_SDFF_PN0_
Final WL .................................................................      7.72 mm
Largest clock skew in the final design ...................................   0.00633 ns
Total number of cells along the worst setup path .........................            5
TritonCTS Buffers ........................................................            9
Chip area from the yosys synthesis statistics ............................ 0.00391 mm^2
Clock tree buffer depth ..................................................            2
Clock tree from TritonCTS ................................................        built
Die outline area .........................................................  0.0102 mm^2
Startpoint-to-endpoint class of the critical path ........................ primary input to flop
Last weighted congestion value of the routability-driven placer ..........        0.822
Share of post-route cells with drive strength above 1 ....................        6.20%
Warning total across the stage logs ......................................           29
Average detailed-routed wire length per instance .........................      14.5 um
Number of port buffers ...................................................           84
Number of violations of the max-capacitance limit ........................            0
Placed inst area ......................................................... 0.00488 mm^2
Detailed-route DRC error count ...........................................            0
Count of instantiated cells in the yosys netlist .........................          311
Final Max Slew Viols .....................................................            0
Layout area overhead .....................................................        30.1%
Critical Path, Cell by Cell .............................................. clkdlybuf4s50_1 -> ha_1 -> and2_1 -> nand4_1 -> nor2_1
Post-synth EDFFs .........................................................           82
Setup slack, reg-to-reg ..................................................      5.55 ns
Time the final worst path needs with I/O delays and setup ................      3.34 ns
Combined global-route utilization of all metal layers ....................        16.7%
Power per Cell Area ......................................................  186 mW/mm^2
Synthesized area per cell ................................................    12.6 um^2
Number of top-level design ports .........................................           85
Biggest area cells ....................................................... sky130_fd_sc_hd__edfxtp_1 (63%), sky130_fd_sc_hd__nor2_1 (8.8%), sky130_fd_sc_hd__dfxtp_1 (8.2%)
Critical path arrival ....................................................      3.40 ns
Total number of yosys warnings ...........................................            0
Cells resized by post-CTS repair .........................................            0
Share of Yosys cell area claimed by the top area cell type ...............        63.0%
Worst hold-check path type ............................................... flop to flop
Count of antenna diodes in the layout ....................................            0
Delay of the slowest cell on the worst path ..............................      0.52 ns
Post-cts hold-fix buffer tally ...........................................            0
Pin count of the biggest net entering global routing .....................           82
Worst-path maximum fanout ................................................           10
Cell Rows ................................................................           35
Slew at the pin closest to its max-slew limit ............................     0.683 ns
Proportion of synthesized chip area in sequential cells ..................        71.2%
Summed area of non-filler cells in the final layout ...................... 0.00508 mm^2
CP endpoint kind .........................................................         flop
Hold Violations, Final ...................................................            0
Synth Register Bits ......................................................           98
Horizontal die dimension .................................................       101 um
Final hold slack .........................................................     0.546 ns
Max transition margin ....................................................        54.5%
Commonest cells in the synthesized netlist ............................... sky130_fd_sc_hd__nor2_1 (92), sky130_fd_sc_hd__edfxtp_1 (82), sky130_fd_sc_hd__dfxtp_1 (16), sky130_fd_sc_hd__nand2_1 (16), sky130_fd_sc_hd__nand3_1 (10)
Final-report setup violation count .......................................            0
Initial antenna violation count ..........................................            0
Number of violations reported at the end of detailed-routing iteration 0 .           86
Count of vias placed by the detailed router ..............................        2,518
Buffers and inverters on the worst path ..................................            1
Setup repair after global routing missed its margin ......................        false
Leakage component of the power ...........................................      1.38 nW
Number of nets with antenna violations after detailed routing ............            0
Critical path's slowest cell ............................................. sky130_fd_sc_hd__clkdlybuf4s50_1
Clock Sink Count .........................................................           98
Wire length of the first global-routing pass .............................      12.0 mm
Number of cell instances on the worst register-to-register path ..........            5
Clock-pin transition on the worst setup and hold timing paths ............      0.09 ns
Maximum level of the CTS H-tree ..........................................            3
Std-Cell Core Area ....................................................... 0.00937 mm^2
Dominant cell by count in the synthesized netlist ........................ sky130_fd_sc_hd__nor2_1
=======================================================================================
[report_power, final]
group | switching, mW | internal (mW) | leakage [nW]
clock | 0.182 | 0.154 | 0.0923
combinational | 0.0188 | 0.0111 | 0.701
sequential | 0.00573 | 0.576 | 0.590
total | 0.207 | 0.741 | 1.38
[routing by layer]
layer	routed length, um	global-route usage (%)	vias to the layer above
li1	-	-	1264
met4	89	2.01	0
met5	0	0	-
met3	579	4.16	8
met2	3630	26.2	86
met1	3420	26.6	1160
[worst register-to-register path, delay by kind of cell, from the launching register on]
| family | cells | cell delay (ns) |
|---|---|---|
| and+or+nand+nor | 3 | 1.12 |
| DFF | 1 | 0.34 |
| buffers and inverters | 1 | 0.08 |
| adders and majority gates | 1 | 0.22 |
[through the flow]
step / power (mW) / instances
detailed placement: 0.624 / 516
floorplan: 0.617 / 311
finish: 0.948 / 532
CTS: 0.956 / 532
global route: 0.979 / 532
global placement: 0.624 / 516
[placed cells by master (no fill, tap or decap), types with 4 or more instances in the layout]
cell,count
sky130_fd_sc_hd__nor2b_1,5
sky130_fd_sc_hd__nand3_1,10
sky130_fd_sc_hd__nand2_1,16
sky130_fd_sc_hd__and2_1,4
sky130_fd_sc_hd__xor2_1,6
sky130_fd_sc_hd__edfxtp_1,82
sky130_fd_sc_hd__dfxtp_1,16
sky130_fd_sc_hd__clkbuf_8,9
sky130_fd_sc_hd__ha_1,7
sky130_fd_sc_hd__inv_1,8
sky130_fd_sc_hd__nand4_1,7
sky130_fd_sc_hd__nor2_1,92
sky130_fd_sc_hd__clkdlybuf4s50_1,84
[area by class of cell]
class / instances / area (um^2)
fill: 794 / 4290
inverter: 9 / 33.8
clock inverter: 7 / 75.1
tap: 129 / 161
timing repair buffer: 85 / 848
sequential: 98 / 2780
clock buffer: 9 / 124
multi-input combinational: 195 / 1060
[cells by family (layout without fill, tap and decap cells)]
group                      after synthesis  after routing  share of synthesized area, %
muxes                                    1              1                         0.288
xor gates and xnor gates                 9              9                          2.02
AOI/OAI and AO/OA                       24             24                          4.45
and+or+nand+nor                        154            154                          17.8
DFF                                     98             98                          71.2
adders and majority gates                7              7                          2.24
buffers and inverters                   18            110                          2.05
[worst min-delay path by stage]
stage | from | endpoint | slack, ns | cells after the start
CTS | count[0]$_SDFFE_PN0P_ | count[0]$_SDFFE_PN0P_ | 0.55 | 2
global route | testtoggle$_DFFE_PP_ | testtoggle$_DFFE_PP_ | 0.58 | 1
finish | count[0]$_SDFFE_PN0P_ | count[0]$_SDFFE_PN0P_ | 0.55 | 2
Power is estimated from default activity; no workload was simulated.
